## ./run.sh

```bash
#!/bin/bash
# OpenROAD 26Q1-2900-gdf79404cd8, Yosys 0.63+post, stock flow scripts
make -C /OpenROAD-flow-scripts/flow DESIGN_CONFIG=/design/flow/config.mk WORK_HOME=/design/flow/orfs finish
```

## ./config.mk

```make
export PLATFORM = sky130hd
export DESIGN_NAME = hi_arbiter
export DESIGN_NICKNAME = hi_arbiter
export VERILOG_FILES = /design/flow/design.v
export SDC_FILE = /design/flow/constraint.sdc
export NUM_CORES = 4
export LEC_CHECK = 1
export CORE_AREA = 10 10 200 200
export DIE_AREA = 0 0 210 210
```

## ./constraint.sdc

```tcl
current_design hi_arbiter

set clk_period 9.5
set clk_io_pct 0.2

create_clock -name clk0 -period $clk_period [get_ports {ifclk}]

set non_clock_inputs [all_inputs -no_clocks]
set_input_delay [expr $clk_period * $clk_io_pct] -clock clk0 $non_clock_inputs
set_output_delay [expr $clk_period * $clk_io_pct] -clock clk0 [all_outputs]
```

## ./design.v

```verilog
module hi_arbiter
  #(parameter NUM_HOSTS=2)
  (
   input wire 		      ifclk,
   input wire 		      resetb,
   input [16*NUM_HOSTS-1:0]   I_di_term_addr,
   input [32*NUM_HOSTS-1:0]   I_di_reg_addr,
   input [32*NUM_HOSTS-1:0]   I_di_len,
   input [NUM_HOSTS-1:0]      I_di_write,
   input [NUM_HOSTS-1:0]      I_di_write_mode,
   input [32*NUM_HOSTS-1:0]   I_di_reg_datai,
   input [NUM_HOSTS-1:0]      I_di_read_mode,
   input [NUM_HOSTS-1:0]      I_di_read_req,
   input [NUM_HOSTS-1:0]      I_di_read,
   input [NUM_HOSTS-1:0]      I_lock_arbiter,
   output reg [NUM_HOSTS-1:0] O_di_write_rdy,
   output reg [NUM_HOSTS-1:0] O_di_read_rdy,
   output [32*NUM_HOSTS-1:0]  O_di_reg_datao,
   output [16*NUM_HOSTS-1:0]  O_di_transfer_status,
   output [15:0] 	      di_term_addr,
   output [31:0] 	      di_reg_addr,
   output [31:0] 	      di_len,
   output 		      di_read_mode,
   output 		      di_read_req,
   output 		      di_read,
   input 		      di_read_rdy,
   input [31:0] 	      di_reg_datao,
   output 		      di_write,
   input 		      di_write_rdy,
   output 		      di_write_mode,
   output [31:0] 	      di_reg_datai,
   input [15:0] 	      di_transfer_status,
   output [$clog2(NUM_HOSTS)-1:0] active_host_num
   );
   wire [15:0] 		     I0_di_term_addr[NUM_HOSTS-1:0];
   wire [31:0] 		     I0_di_reg_addr[NUM_HOSTS-1:0];
   wire [31:0] 		     I0_di_len[NUM_HOSTS-1:0];
   wire [31:0] 		     I0_di_reg_datai[NUM_HOSTS-1:0];
   genvar 		     unpk_idx;
   generate for (unpk_idx=0; unpk_idx<(NUM_HOSTS); unpk_idx=unpk_idx+1) begin; assign I0_di_term_addr[unpk_idx][((16)-1):0] = I_di_term_addr[((16)*unpk_idx+(16-1)):((16)*unpk_idx)]; end; endgenerate
   generate for (unpk_idx=0; unpk_idx<(NUM_HOSTS); unpk_idx=unpk_idx+1) begin; assign I0_di_reg_addr[unpk_idx][((32)-1):0] = I_di_reg_addr[((32)*unpk_idx+(32-1)):((32)*unpk_idx)]; end; endgenerate
   generate for (unpk_idx=0; unpk_idx<(NUM_HOSTS); unpk_idx=unpk_idx+1) begin; assign I0_di_len[unpk_idx][((32)-1):0] = I_di_len[((32)*unpk_idx+(32-1)):((32)*unpk_idx)]; end; endgenerate
   generate for (unpk_idx=0; unpk_idx<(NUM_HOSTS); unpk_idx=unpk_idx+1) begin; assign I0_di_reg_datai[unpk_idx][((32)-1):0] = I_di_reg_datai[((32)*unpk_idx+(32-1)):((32)*unpk_idx)]; end; endgenerate
   reg [31:0] O0_di_reg_datao[NUM_HOSTS-1:0];
   reg [15:0] O0_di_transfer_status[NUM_HOSTS-1:0];
   genvar     pk_idx;
   generate for (pk_idx=0; pk_idx<(NUM_HOSTS); pk_idx=pk_idx+1) begin; assign O_di_reg_datao[((32)*pk_idx+((32)-1)):((32)*pk_idx)] = O0_di_reg_datao[pk_idx][((32)-1):0]; end; endgenerate
   generate for (pk_idx=0; pk_idx<(NUM_HOSTS); pk_idx=pk_idx+1) begin; assign O_di_transfer_status[((16)*pk_idx+((16)-1)):((16)*pk_idx)] = O0_di_transfer_status[pk_idx][((16)-1):0]; end; endgenerate
   reg [$clog2(NUM_HOSTS)-1:0] host, next_host;
   reg [NUM_HOSTS-1:0] read_fault;
   wire busy = di_read_mode || di_write_mode || I_lock_arbiter[host];
   reg 	read_req_fault;
   assign active_host_num = host;
   assign di_term_addr    = I0_di_term_addr[host];
   assign di_reg_addr     = I0_di_reg_addr[host]; 
   assign di_len          = I0_di_len[host];      
   assign di_read_mode    = I_di_read_mode[host];
   assign di_read_req     = I_di_read_req[host] || read_req_fault; 
   assign di_read         = I_di_read[host];     
   assign di_write        = I_di_write[host];     
   assign di_write_mode   = I_di_write_mode[host];
   assign di_reg_datai    = I0_di_reg_datai[host];
   reg [31:0] idx, k, n;
   reg host_change;
   always @(*) begin
      for(idx=0; idx<NUM_HOSTS; idx=idx+1) begin
	 if(idx == host && !host_change) begin
	    O_di_read_rdy[idx]         = di_read_rdy;	
	    O0_di_reg_datao[idx]       = di_reg_datao;	
	    O_di_write_rdy[idx]        = di_write_rdy;	
	    O0_di_transfer_status[idx] = di_transfer_status;
	 end else begin
	    O_di_read_rdy[idx]         = 0;	
	    O_di_write_rdy[idx]        = 0;	
	    O0_di_reg_datao[idx]       = 0;	
	    O0_di_transfer_status[idx] = 0;
	 end
      end
   end
   always @(posedge ifclk or negedge resetb) begin
      if(!resetb) begin
	 host <= 0;
	 read_req_fault <= 0;
	 read_fault <= 0;
	 host_change <= 0;
      end else begin
	 next_host = host;
	 if(read_req_fault) begin
	    read_req_fault <= 0;
	 end else if(read_fault[host]) begin
	    read_req_fault <= 1;
	 end else if(!busy) begin
	    for(k=0; k<NUM_HOSTS; k=k+1) begin
	       if(I_di_read_mode[k] || I_di_write_mode[k]) begin
		  next_host = k;
	       end
	    end
	 end
	 host_change <= (next_host != host);
	 host <= next_host;
	 read_req_fault <= read_fault[host];
	 for(n=0; n<NUM_HOSTS; n=n+1) begin
	    if(n == host) begin
	       read_fault[n] <= 0; 
	    end else begin
	       read_fault[n] <= I_di_read_req[n] || read_fault[n]; 
	    end
	 end
      end
   end
endmodule
```

==> Slide: Implementation Results <==
Physical Implementation Snapshot

Timing
  – Final setup viols: 0
  – Worst slew pin tran: roughly 0.75 ns
  – Fmax: about 200 MHz
  – Final number of max-transition violations: 0
  – RSZ-0062 raised after global routing: false
  – Max Clock Skew: 0.000152 ns
  – Final period util: 52.6%
  – Setup TNS: 0 ns
  – Final min period: 5.00 ns
  – Hold Vio Cnt, Final: 0
  – Worst hold margin: between 0.5 and 0.6 ns
  – Worst slew margin: 50.3%

CTS
  – CTS clk-pin slew, worst paths: 0.03 ns
  – CTS Hold Bufs: 0
  – Total clock sinks: 5
  – Root Buffer Master: clkbuf_16
  – TritonCTS buffer count: 3
  – Post-CTS Setup Bufs: 0
  – Resized Gates After CTS: 0
  – H-tree depth: 1
  – Late-Pin Clk Latency: 0.22 ns
  – CTS Buffer Depth: 2
  – CTS tree: done

Logic synthesis
  – Synth Seq Share: 5.53%
  – Post-synthesis cell count: around 260
  – Warnings, synthesis: 3
  – Avg Cell Area, Syn: 8.64 um2
  – Adder Share, Synth: 0%
  – Aoi share: 1.05%
  – Mux area share: between 50% and 60%
  – And+or+nand+nor area frac: 29.9%
  – Ys flops: 5
  – Post-synthesis cell type count: 15
  – # Cells Yosys: between 200 and 300
  – Xor/xnor share: 0%
  – Syn Std Cell Area: 2260 um2
  – Yosys stat chip area: 2260 um2
  – Dominant comb cell: multiplexers

Setup path
  – R2r worst-path depth: 2
  – WS Path Type: primary input to output port
  – Internal reg-to-reg setup slack: 7.78 ns
  – Worst Path Required: 7.60 ns
  – CP cell instances: clkdlybuf4s50_1, nor2b_1, a211o_1, clkdlybuf4s50_1
  – Type of element capturing the critical path: output port
  – Arr. time, crit path: 3.10 ns
  – CP max stage delay: 0.42 ns
  – CP Max Fanout: 2
  – Slowest CP cell: clkdlybuf4s50_1
  – Worst R2R End: read_req_fault$_DFF_PN0_
  – RR Startpoint: host$_DFF_PN0_
  – Most used cell along the critical path: clkdlybuf4s50_1
  – Startpoint types: primary input
  – Worst Setup EP: di_read_req
  – Setup crit start: I_di_read_req[0]

Job
  – Max-cap viol count: 0
  – Tool warnings: 25

Status
  – Outcome: complete, no violations

Min path
  – Hold Path Class: flop to flop

Pwr
  – Peak VDD IR: 76.8 uV
  – Leakage power: between 2 and 3 nW
  – Cell Pwr Density: roughly 160 nW/um2

Floorplan
  – Top Ports: 506
  – Fp util: 6.36%
  – Die Width: 210 um
  – Die area: between 40,000 and 50,000 um2
  – FP Rows: around 69
  – Core area: 35,600 um2
  – Die height: 210 um

Detailed routing
  – DRC: 0
  – Drt total wl: approximately 21,000 um
  – Inserted Diodes: 0
  – Antenna Violating Nets Remaining: 0
  – First-pass DRT Iterations: 4
  – Average vias per placed instance: 3.23
  – DRT iter0 DRCs: slightly above 90
  – Via Count: 3,911
  – WL per Instance: 17.4 um

Place
  – Port bufs: 505
  – Post-DP HPWL: 19,400 um
  – Routability cong.: 0.800

Global routing
  – Largest net degree at the start of global routing: 57
  – Remaining global-route overflow: 0
  – Vias in the first global route: 4,399
  – Initial antenna violation count: 1
  – Tot GR Track Use: 8.96%
  – First-pass GRT wire length: approximately 30,000 um

Layout
  – Filler cells: 3,875
  – P&R area growth vs syn: 249%
  – Core Util, Final: 22.2%
  – Layout cell share with drive strength beyond 1: 16.9%
==> critical path, delay by kind of cell <==
| family | cells | cell delay (ns) |
|---|---|---|
| simple gates | 1 | 0.13 |
| buf+inv | 2 | 0.83 |
| compound gates | 1 | 0.24 |
==> cell usage in the layout, fill, tap and decap left out <==
cell type and instances:
o211ai_1 1, dfrtp_1 4, clkbuf_16 3, dfrtp_4 1, mux2_2 117, a21boi_1 1
clkbuf_1 1, nor2b_1 1, and2_1 100, a211o_1 1, clkdlybuf4s50_1 505, or3_1 1
or4_1 1, nor2_1 5, inv_1 1, buf_4 4, nor2_2 2, mux2i_1 1
nor3_1 1
==> report_power, final <==
group	internal (mW)	switching, mW
Sequential	0.0315	0.0332
Clock	0.0554	0.0122
Combinational	0.822	0.327
==> sequential cells by signal, summed over array words and instances, names as in the netlist <==
signal and count:
read_req_fault 1, read_fault 2, host_change 1, host 1
==> worst min path at each step <==
| stage | from | to | slack, ns | cells after the start |
|---|---|---|---|---|
| 5_1_grt | read_fault[1]$_DFF_PN0_ | read_fault[1]$_DFF_PN0_ | 0.58 | 2 |
| 4_1_cts | read_fault[1]$_DFF_PN0_ | read_fault[1]$_DFF_PN0_ | 0.53 | 2 |
| 6_report | read_fault[1]$_DFF_PN0_ | read_fault[1]$_DFF_PN0_ | 0.53 | 2 |
==> routing by layer <==
layer | track usage (%) | part of all wire [%] | up-vias
met5 | 0 | 0.061 | -
met4 | 0.819 | 1.0 | 2
met3 | 5.49 | 15 | 8
met2 | 15.6 | 48 | 317
met1 | 9.31 | 36 | 1707
li1 | - | - | 1877
==> cells in the mapped netlist, drive strengths merged <==
cell type,n,share of area [%]
a211o,1,0.39
a21boi,1,0.33
and2,100,28
buf,13,2.9
clkbuf,11,1.8
dfrtp,5,5.5
inv,1,0.17
mux2,117,58
mux2i,1,0.44
nor2,7,1.2
nor2b,1,0.28
nor3,1,0.22
o211ai,1,0.33
or3,1,0.28
or4,1,0.33
==> final cells by class <==
type / count / area [um2] / area share [%]
tap: 461 / 577 / 7.30
multi-input combinational: 232 / 2030 / 25.7
sequential: 5 / 129 / 1.63
clock buffer: 4 / 78.8 / 0.997
timing repair buffer: 509 / 5080 / 64.3
inverter: 1 / 3.75 / 0.0475
==> per-stage QoR <==
step	instance area, um2	cells	worst slack (ns)	total power, mW
floorplan	2260	262	5.40	0.423
global placement	7830	1208	4.46	1.25
detailed placement	7830	1208	4.49	1.25
CTS	7910	1212	4.46	1.32
global route	7910	1212	4.37	1.39
finish	7910	1212	4.50	1.28
==> logic make-up after synthesis <==
logic type,Yosys count
AOI/OAI and AO/OA,3
DFF,5
and+or+nand+nor,111
buffers and inverters,25
muxes,118
Power is estimated from default activity; no workload was simulated.
