==> ./design.v <==
module Fx3HostInterface
  (
   input wire 	     ifclk,
   input wire 	     resetb,
   input wire 	     fx3_hics_b,
   input 	     fx3_dma_rdy_b,
   output reg 	     fx3_sloe_b,
   output reg 	     fx3_slrd_b,
   output reg 	     fx3_slwr_b,
   output reg 	     fx3_pktend_b,
   output reg [1:0]  fx3_fifo_addr,
   input [31:0]      fx3_fd_in,
   output reg [31:0] fx3_fd_out,
   output 	     fx3_fd_oe,
   output [15:0]     di_term_addr,
   output reg [31:0] di_reg_addr,
   output [31:0]     di_len,
   output reg 	     di_read_mode,
   output reg 	     di_read_req,
   output reg 	     di_read,
   input wire 	     di_read_rdy,
   input [31:0]      di_reg_datao,
   output reg 	     di_write,
   input wire 	     di_write_rdy,
   output reg 	     di_write_mode,
   output [31:0]     di_reg_datai,
   input [15:0]      di_transfer_status
   );
   reg 	      slrd_b_internal;
   wire [31:0] transfer_len;
   reg  cmd_start;
   reg 	dma_rdy_b;
   wire dma_rdy = !dma_rdy_b;
   reg [31:0] fd_in, fd_out;
   reg [31:0] cmd_buf[0:3];
   reg 	      sloe_b_internal;
   assign fx3_fd_oe = sloe_b_internal;
   always @(posedge ifclk or negedge resetb) begin
      if(!resetb) begin
         dma_rdy_b <= 0;
         fd_in <= 0;
         cmd_start <= 1;
      end else begin
         dma_rdy_b <= fx3_dma_rdy_b;
         fd_in <= fx3_fd_in;
         cmd_start <= fx3_hics_b;
      end
   end
   parameter [1:0] WRITE_EP = 3;
   parameter [1:0] CMD_EP   = 2;
   parameter [1:0] READ_EP  = 0;
   parameter 
     IDLE          = 0,
     RCV_CMD       = 1,
     PROCESS_CMD   = 2,
     SEND_ACK      = 3;
   reg [1:0] state;
   reg [31:0] tcount;  
   wire [31:0] next_tcount = tcount + 4;
   reg [15:0] bcount;  
   wire [15:0] next_bcount = bcount + 4;
   parameter [15:0] READ_CMD = 16'hC301;
   parameter [15:0] WRITE_CMD= 16'hC302;
   wire [31:0] di_starting_reg_addr;
   wire [15:0] cmd             = cmd_buf[0][15:0];
   wire [15:0] buffer_length   = cmd_buf[0][31:16];
   assign di_term_addr         = cmd_buf[1][15:0];
   assign di_starting_reg_addr = cmd_buf[2];
   assign di_len               = cmd_buf[3];
   reg [15:0] checksum, status;
   reg 	      slrd_b_s, slrd_b_ss, slrd_b_sss;
   wire       write_in_process =  !fx3_slrd_b || !slrd_b_s || !slrd_b_ss || !slrd_b_sss || di_write;
   wire       latch_fd_in = !slrd_b_sss;
   wire [31:0] fifo_rdata;
   wire        fifo_full, fifo_empty;
   reg 	       pktend;
   reg 	       first_write;
   reg         di_read_s;
   always @(posedge ifclk or negedge resetb) begin
      if(!resetb) begin
         state            <= IDLE;
         di_read_mode     <= 0;
         di_write_mode    <= 0;
         di_write         <= 0;
         di_read          <= 0;
         di_read_req      <= 0;
         tcount           <= 0;
         bcount           <= 0;
	 di_reg_addr      <= 0;
         fx3_sloe_b       <= 0;  
         sloe_b_internal  <= 0;  
         fx3_slrd_b       <= 1;  
         slrd_b_internal  <= 1;  
         fx3_slwr_b       <= 1;  
         fx3_pktend_b     <= 1;
         pktend           <= 0;
         fx3_fifo_addr    <= 2'b11;
         fd_out           <= 0;
         fx3_fd_out       <= 0;
         checksum         <= 0;
         status           <= 0;
	 cmd_buf[0] <= 0;
	 cmd_buf[1] <= 0;
	 cmd_buf[2] <= 0;
	 cmd_buf[3] <= 0;
	 slrd_b_s   <= 1;
	 slrd_b_ss  <= 1;
	 slrd_b_sss <= 1;
	 first_write <= 1;
         di_read_s <= 0;
      end else begin
         di_read_s        <= di_read;
         di_read_mode     <= ((state == PROCESS_CMD) || (state == SEND_ACK)) && (cmd == READ_CMD);
         di_write_mode    <= ((state == PROCESS_CMD) || (state == SEND_ACK)) && (cmd == WRITE_CMD);
         status           <= di_transfer_status;
	 slrd_b_s  <= slrd_b_internal;
	 slrd_b_ss <= slrd_b_s;
	 slrd_b_sss <= slrd_b_ss;
         if(cmd_start) begin
            state         <= RCV_CMD;
            tcount        <= 0;
            bcount        <= 0;
            fx3_sloe_b    <= 0; 
            sloe_b_internal <= 0; 
            fx3_slrd_b    <= 1;  
            slrd_b_internal<= 1;  
            fx3_slwr_b    <= 1;  
            fx3_pktend_b  <= 1; 
            pktend        <= 0; 
            fx3_fifo_addr <= CMD_EP;
            checksum      <= 0;
            di_read_mode  <= 0;
            di_write_mode <= 0;
            di_write      <= 0;
            di_read       <= 0;
            di_read_req   <= 0;
	    di_reg_addr   <= 0;
            fd_out        <= 0;
            fx3_fd_out    <= 0;
	    cmd_buf[0]    <= 0;
	    cmd_buf[1]    <= 0;
	    cmd_buf[2]    <= 0;
	    cmd_buf[3]    <= 0;
            first_write   <= 1;
         end else begin
            case(state)
              IDLE: begin
                 fx3_sloe_b    <= 0;  
                 sloe_b_internal <= 0;  
                 fx3_slrd_b    <= 1;  
                 slrd_b_internal<= 1;  
                 fx3_slwr_b    <= 1;  
                 fx3_pktend_b  <= 1;  
                 pktend        <= 0;  
                 fx3_fifo_addr <= CMD_EP;
                 tcount        <= 0;
		 bcount        <= 0;
                 checksum      <= 0;
              end
              RCV_CMD: begin
                 if(tcount >= 16) begin  
		    if(!dma_rdy) begin  
                       state  <= PROCESS_CMD;
                       tcount <= 0;
		       bcount <= 0;
		       di_reg_addr <= di_starting_reg_addr;
		       if (cmd == WRITE_CMD) begin
			  fx3_fifo_addr  <= WRITE_EP;
		       end else begin
			  fx3_fifo_addr  <= READ_EP;
		       end
		    end
                 end else begin
                    if(dma_rdy && (bcount < 16)) begin
                       fx3_slrd_b <= 0;          
                       slrd_b_internal <= 0;          
		       bcount <= next_bcount;
                    end else begin
		       fx3_slrd_b <= 1;
		       slrd_b_internal <= 1;
		    end
                    if(latch_fd_in) begin
                       cmd_buf[tcount[3:2]] <= fd_in;  
                       tcount <= next_tcount;       
		    end
		 end
              end
              SEND_ACK: begin  
                 fx3_sloe_b    <= 1;  
                 sloe_b_internal <= 1;  
                 if (dma_rdy || (|tcount[1:0])) begin
                    fx3_slwr_b <= 0;  
                    tcount     <= tcount + 1;
                    case(tcount)
		      0: begin
			 fd_out <= { checksum, 16'hA50F };
			 fx3_fd_out <= { checksum, 16'hA50F };
		      end
		      1: begin
			 fd_out <= { 16'h0001, status   };
			 fx3_fd_out <= { 16'h0001, status   };
			 state        <= IDLE;
			 fx3_pktend_b <= 0;  
		      end
		      default:begin
			 fd_out <= 0;
			 fx3_fd_out <= 0;
		      end
                    endcase
		 end else begin  
                    fx3_slwr_b <= 1;
		 end
              end
              PROCESS_CMD: begin
                 case(cmd)
                    READ_CMD: begin
                       fx3_sloe_b     <= 1;      
                       sloe_b_internal <= 1;      
                       fx3_slwr_b     <= !di_read;                       
		       fx3_pktend_b   <= !pktend;
                       if(di_read) begin
                          fd_out      <= di_reg_datao;
                          fx3_fd_out  <= di_reg_datao;
                       end
                       if(di_read_s) begin
                          checksum <= checksum + fd_out[15:0] + fd_out[31:16];
                       end
                       if(!di_read_mode) begin  
                          di_read_req <= 1;
                          di_read     <= 0;
                       end else if(tcount >= di_len) begin  
                          di_read      <= 0;
                          di_read_req  <= 0;
			  pktend       <= 0;
			  if(!dma_rdy) begin
			     state  <= SEND_ACK;
			     bcount <= 0;
			     tcount <= 0;
			  end
                       end else begin
			  if(dma_rdy && (bcount < buffer_length) && di_read_rdy) begin
			     di_read <= 1;
			     bcount <= next_bcount;
			     tcount <= next_tcount;
                             di_reg_addr       <= di_reg_addr + 1;
                             di_read_req       <= (next_tcount < di_len) && (next_bcount < buffer_length);
			     if (next_tcount >= di_len && next_bcount < buffer_length) begin
				pktend <= 1;  
			     end
			  end else begin
			     di_read_req <= 0;
			     di_read     <= 0;
			     if(!dma_rdy) begin
				bcount <= 0;
			     end
			  end
                       end
                    end
                   WRITE_CMD: begin
                      fx3_sloe_b    <= 0;  
                      sloe_b_internal    <= 0;  
		      if(tcount >= di_len) begin
			 fx3_slrd_b <= 1;
			 slrd_b_internal <= 1;
			 if(fifo_empty && !dma_rdy && !write_in_process && di_write_rdy) begin
			    fx3_fifo_addr <= READ_EP;
			    state <= SEND_ACK;
			    tcount <= 0;
			    bcount <= 0;
			 end
		      end else if(dma_rdy && (bcount < buffer_length) && !fifo_full) begin
			 fx3_slrd_b <= 0;
			 slrd_b_internal <= 0;
			 bcount <= next_bcount;
			 tcount <= next_tcount;
                      end else begin
			 fx3_slrd_b <= 1;
			 slrd_b_internal <= 1;
			 if(!dma_rdy) begin
			    bcount <= 0;
			 end
		      end
		      if(latch_fd_in) begin
                         checksum <= checksum + fd_in[15:0];  
		      end
		      if(!fifo_empty && di_write_rdy) begin
			 di_write     <= 1;
			 if(!first_write) begin
			    di_reg_addr  <= di_reg_addr + 1;
			 end
			 first_write <= 0;
		      end else begin
			 di_write <= 0;
		      end
                   end
                   default: begin
                      state <= IDLE;
                   end
                 endcase
              end
            endcase
         end
      end
   end
   wire fifo_we = di_write_mode && latch_fd_in;
   fx3_fifo fx3_fifo
     (.clk   (ifclk),
      .resetb(di_write_mode),
      .we    (fifo_we),
      .wdata (fd_in),
      .re    (di_write),
      .rdata (di_reg_datai),  
      .full  (fifo_full),
      .empty (fifo_empty)
      );
endmodule
module fx3_fifo
  #(parameter LOG2_DEPTH=3)
  (
   input clk,
   input resetb,
   input we,
   input [31:0] wdata,
   input re,
   output [31:0] rdata,
   output full,
   output empty
   );
   reg [31:0] data[0:(1<<LOG2_DEPTH)-1];
   reg [LOG2_DEPTH-1:0] waddr, raddr, count;
   wire [LOG2_DEPTH-1:0] next_waddr = waddr + 1;
   wire [LOG2_DEPTH-1:0] next_raddr = raddr + 1;
   assign rdata = data[raddr];
   assign full = count > 1;
   assign empty = ((count == 0) || (count == 1 && re)) && !we;
   always@(posedge clk) begin
      if(!resetb) begin
	 waddr <= 0;
	 raddr <= 0;
	 count <= 0;
      end else begin
	 if(we) begin
	    data[waddr] <= wdata;
	       waddr <= next_waddr;
	 end
	 if(re) begin
	       raddr <= next_raddr;
	 end
	 if(we || re) begin
	    if(we && re) begin
	    end else if(re) begin
	       count <= count - 1;
	    end else begin
	       count <= count + 1;
	    end
	 end
      end
   end  
endmodule
==> ./config.mk <==
export PLATFORM = sky130hd
export DESIGN_NAME = Fx3HostInterface
export DESIGN_NICKNAME = Fx3HostInterface
export VERILOG_FILES = /design/flow/design.v
export SDC_FILE = /design/flow/constraint.sdc
export NUM_CORES = 4
export LEC_CHECK = 1
export CORE_UTILIZATION = 30
==> ./run.sh <==
#!/bin/bash
# OpenROAD 26Q1-2900-gdf79404cd8, Yosys 0.63+post, stock flow scripts
make -C /OpenROAD-flow-scripts/flow DESIGN_CONFIG=/design/flow/config.mk WORK_HOME=/design/flow/orfs finish
==> ./constraint.sdc <==
current_design Fx3HostInterface

set clk_period 13.2
set clk_io_pct 0.2

create_clock -name clk0 -period $clk_period [get_ports {ifclk}]

set non_clock_inputs [all_inputs -no_clocks]
set_input_delay [expr $clk_period * $clk_io_pct] -clock clk0 $non_clock_inputs
set_output_delay [expr $clk_period * $clk_io_pct] -clock clk0 [all_outputs]
==> run summary <==
flow finished, numbers: YS warnings 3, detailed placement HPWL 62400 µm, total grt overflow 0, I/O Pins 242, routed length on met3 9810 µm, Root Buffer Master clkbuf_16, Core Area 0.0950 mm², synthesized area per cell 11.3 µm², Via Count 21247, largest family of logic cells by area AND-OR/OR-AND gates, critical path type flip-flop to output pin, Gate Count Post-Synth 2551, Req. time, crit path 10.56 ns, Clock Latency Late Sink 0.62 ns, share of cells above drive strength 1 0.110, kind of end point of the critical path output pin, CP arrival 3.42 ns, Area Growth Syn to Fin 21.9%, row count 113, CTS tree done, OpenROAD warnings 35, Routed WL 90400 µm, EDFF count, synth 256, DR vias/cell 5.20, Init Core Util 0.303, First-pass DRT Iterations 5, dpl cells 3957, critical path's slowest cell dfxtp_4, initial DRC count 1664, Post-CTS Setup Bufs 0, H-tree levels 3, Max Freq 0.165 GHz, Top Metal Used met5, Synth mux share 0.0661, GP Congestion 0.980, power density cells 139 mW/mm², AO/OA Area Share 0.140, Basic Gates by Area 0.124, Final Hold Viols 0, TritonCTS buffer count 68, dominant register cell dfrtp_1, hold crit path type flip-flop to flip-flop, total power draw 0.00486 W, crit-path max FO 33, CTS resizes 0, fraction of registers with async set/reset 0.537, Leakage Power 13.5 nW, CP peak stage delay 0.76 ns, post-layout util 0.369, Slew Limit Fails 0, initial antenna violation count 11, setup tns final 0 ns, clock buffer depth 3, Routed met1 length 36500 µm, depth of the most critical reg-to-reg path 16, die span in x 312 µm, YS chip area 0.0288 mm², # setup viols final 0, adder share 0.0705, Clock Sinks 579, # Cells Yosys 2551, post-synthesis sequential area ratio 0.546, Post-Layout Cell Count 4087, VDD IR max 0.0000822 V, Least-Margin Pin Slew 0.882 ns, Setup Skew 0.0124 ns, # Max-Cap Violations 0, critical path startpoint category flip-flop, setup slack, reg-to-reg 8.28 ns, Hold Path Sink slrd_b_ss, Chip Area 0.0972 mm², WL met2 40600 µm, pin count of the biggest net entering global routing 69, GRT Resource Usage Total 0.194, clk slew on worst S/H paths 0.06 ns, Wirelength per Cell 22.1 µm, RSZ-0062 raised after global routing no, r2r endpoint pktend, r2r startpoint tcount[2], Final Critical Period 6.06 ns, hold_sp slrd_b_s, FILL cells 9152, relative slew slack 0.410, crit share post-route 0.459, worst hold stages 0, CTS Hold Bufs 0, Post-Syn Area 0.0288 mm², PortBufs 241, ys flops 579, antenna viol nets, final 0, vias in the first global route 21128, first-pass GRT wire length 136000 µm, XOR/XNOR Area Share 0.0234, DRC viols 0, CP Cell Sequence buf_4 -> mux4_2 -> mux2_2 -> clkdlybuf4s50_1, status finished, final reports clean, Die Height 312 µm, Distinct cells, synth 91
==> metal layers <==
| layer | vias up | global-route usage |
|---|---|---|
| met2 | 923 | 0.286 |
| met5 | - | 0 |
| met4 | 10 | 0.0592 |
| met3 | 165 | 0.0835 |
| li1 | 9901 | - |
| met1 | 10248 | 0.268 |
==> worst max path at each step <==
stage | to | startpoint
4_1_cts | di_reg_datai[29] | flip-flop
6_report | di_reg_datai[31] | flip-flop
5_1_grt | di_reg_datai[31] | flip-flop
==> synthesized netlist by cell type (6+ instances only) <==
cell      number  area (µm²)
dfstp_2       11         289
edfxtp_1     256        7690
a211oi_1      11        82.6
dfrtp_1      300        7510
nand2_1      305        1140
o211ai_1       9        67.6
ha_1         135        1690
and4_1         9        78.8
or2_2          8        50.1
nand4_1       32         200
nand2b_1       9        56.3
o22ai_1        6        37.5
a21oi_1      158         791
inv_1         75         282
nor3_1        38         190
a31oi_1       35         219
a21o_1        33         248
fa_1          17         340
nor4_1        19         119
o21ai_1       12        60.1
buf_2         10        50.1
o21ai_0      221        1110
and2_1        19         119
a22o_1        13         114
a22oi_1       12        90.1
a32oi_1        6        52.6
nor2_1       194         728
mux2_2        33         372
mux2i_1        9        90.1
o31ai_1       23         173
or4_1          8        60.1
buf_1         15        56.3
xor2_1        34         298
nor2b_1       12        75.1
xnor2_1       43         377
and3_1        26         163
nand3_1       53         265
dfxtp_1       12         240
o41ai_1       10        87.6
a221oi_1      30         263
o21a_1         9        67.6
clkbuf_1     117         439
mux4_2        64        1440
==> cell families (layout without fill, tap and decap cells) <==
kind of cell | after synthesis | after routing
other | 0 | 4
and+or+nand+nor | 768 | 768
DFF | 579 | 579
xor gates and xnor gates | 77 | 77
adders and majority gates | 152 | 152
AOI/OAI and AO/OA | 649 | 649
muxes | 106 | 106
buffers and inverters | 220 | 487
==> report_power, final <==
group	switching, W	total [W]	internal (W)	leakage (nW)
combinational	0.000445	0.000761	0.000316	5.94
clock	0.000795	0.00200	0.00120	1.16
sequential	0.000123	0.00210	0.00198	6.42
total	0.00136	0.00486	0.00350	13.5
==> cell usage in the layout, fill, tap and decap left out, types with 23 or more instances in the layout <==
master / Yosys / final
mux2_2: 33 / 33
a21oi_1: 158 / 154
inv_1: 75 / 75
ha_1: 135 / 135
buf_4: 1 / 44
clkdlybuf4s50_1: 0 / 240
a31oi_1: 35 / 34
dfrtp_1: 300 / 299
xnor2_1: 43 / 43
and3_1: 26 / 26
nand4_1: 32 / 32
o31ai_1: 23 / 23
nor3_1: 38 / 36
a21o_1: 33 / 33
nor2_1: 194 / 187
a221oi_1: 30 / 30
clkbuf_16: 0 / 69
edfxtp_1: 256 / 256
mux4_2: 64 / 64
nand2_1: 305 / 305
nand3_1: 53 / 53
o21ai_0: 221 / 221
xor2_1: 34 / 34
==> sequential cells by signal, indices dropped and copies added, names as in the netlist, 2 cells and up, named ones only <==
| signal | cells |
|---|---|
| fd_in | 32 |
| fx3_fifo.data | 256 |
| di_reg_addr | 32 |
| bcount | 16 |
| cmd_buf | 112 |
| fx3_fifo.waddr | 3 |
| fx3_fifo.count | 3 |
| checksum | 16 |
| fx3_fifo.raddr | 3 |
| fx3_fifo_addr | 2 |
| fx3_fd_out | 32 |
| status | 16 |
| tcount | 32 |
| state | 4 |
==> stage by stage <==
stage | setup WS [ns] | hold slack [ns] | cell area, µm²
floorplan | 8.55 | 0.354 | 28800
global placement | 7.57 | 0.359 | 32700
detailed placement | 7.50 | 0.359 | 32700
CTS | 6.98 | 0.364 | 35100
global route | 6.86 | 0.364 | 35100
finish | 7.14 | 0.361 | 35100
==> worst max-delay path: cells and delay by family, from the launching register on <==
kind,cells,cell delay (ns)
buffers and inverters,2,1.08
DFF,1,0.76
muxes,2,0.90
==> layout make-up <==
type / instances / area, µm² / share of cell area
tap: 1265 / 1580 / 0.0451
sequential: 579 / 15700 / 0.448
inverter: 76 / 285 / 0.00813
timing repair buffer: 285 / 2750 / 0.0783
antenna: 4 / 10.0 / 0.000285
multi-input combinational: 1752 / 12300 / 0.351
clock buffer: 92 / 1900 / 0.0542
clock inverter: 34 / 492 / 0.0140
Power is estimated from default activity; no workload was simulated.
