[flow/design.v]
module i2cHostInterface
  #(parameter NUM_ADDR_BYTES=2,
    parameter NUM_DATA_BYTES=4,
    parameter REG_ADDR_WIDTH=8*NUM_ADDR_BYTES,
    parameter REG_DATA_WIDTH=8*NUM_DATA_BYTES)
   (
    input 	      clk,
    input 	      reset_n,
    input 	      sda_in,
    output 	      sda_out,
    output 	      sda_oeb,
    input 	      scl_in,
    output 	      scl_out,
    output reg	      scl_oeb,
    output reg [15:0] di_term_addr,
    output [31:0]     di_reg_addr,
    output [31:0]     di_len,
    output reg 	      di_read_mode,
    output reg 	      di_read_req,
    output reg 	      di_read,
    input wire 	      di_read_rdy,
    input [31:0]      di_reg_datao,
    output 	      di_write,
    input wire 	      di_write_rdy,
    output reg 	      di_write_mode,
    output reg [31:0] di_reg_datai,
    input [15:0]      di_transfer_status
    );
   parameter STATE_WAIT=0,
             STATE_SHIFT=1,
             STATE_ACK=2, 
             STATE_ACK2=3,
             STATE_WRITE=4,
             STATE_CHECK_ACK=5,
             STATE_SEND=6;
   reg we, done, busy;
   reg [REG_ADDR_WIDTH-1:0] reg_addr;
   reg [2:0] state;
   reg       scl_s, sda_s, scl_ss, sda_ss, sda_reg, oeb_reg;
   reg [7:0]  sr;
   reg [1:0]  reg_byte_count;
   reg [1:0]  addr_byte_count;
   reg        rw_bit;
   reg [REG_DATA_WIDTH-1:0] sr_send;
   reg        nack;
   assign scl_out = 0;
   assign sda_oeb = oeb_reg;
   assign sda_out = sda_reg;
   assign di_len = NUM_DATA_BYTES;
   assign di_write = we;
   wire       open_drain_mode = 1;
   function set_sda_reg;
      input   out1;
      begin
         set_sda_reg = (open_drain_mode) ? 0 : out1;
      end
   endfunction
   function set_oeb_reg;
      input   oeb;
      input   out1;
      begin
         set_oeb_reg = (open_drain_mode) ? out1 : oeb;
      end
   endfunction
   assign di_reg_addr = reg_addr;
   always @(posedge clk) begin
      scl_s <= scl_in;
      scl_ss <= scl_s;
      sda_s <= sda_in;
      sda_ss <= sda_s;
   end
   wire [7:0] word = { sr[6:0], sda_s };
   wire [REG_DATA_WIDTH-1:0] word_expanded = word;
   wire       scl_rising  =  scl_s && !scl_ss;
   wire       scl_falling = !scl_s &&  scl_ss;
   wire       sda_rising  =  sda_s && !sda_ss;
   wire       sda_falling = !sda_s &&  sda_ss;
   wire [REG_ADDR_WIDTH+8-1:0] shifted_reg_addr = { reg_addr, word };
   always @(posedge clk or negedge reset_n) begin
      if(!reset_n) begin
	 scl_oeb <= 1;
	 di_write_mode <= 0;
	 di_term_addr <= 0;
	 di_read_mode <= 0;
 	 di_read_req <= 0;
	 di_read <= 0;
	 di_reg_datai <= 0;
         sda_reg <= 1;
         oeb_reg <= 1;
         reg_byte_count <= 0;
	 addr_byte_count <= 0;
         sr <= 8'h01;
         state <= STATE_WAIT;
         di_reg_datai <= 0;
         reg_addr <= 0;
         we   <= 0;
         rw_bit <= 0;
         sr_send <= 0;
         nack <= 0;
         done <= 0;
         busy <= 0;
      end else begin
         if(scl_ss && sda_falling) begin  
            reg_byte_count <= 0;
            addr_byte_count <= 0;
            sr <= 8'h01;
            state <= STATE_SHIFT;
            sda_reg <= set_sda_reg(1);
            oeb_reg <= set_oeb_reg(1, 1);
            we <= 0;
            busy <= 1;
            done <= 0;
	    scl_oeb <= 1;
	    di_write_mode <= 0;
	    di_read_mode <= 0;
 	    di_read_req <= 0;
	    di_read <= 0;
         end else if(scl_ss && sda_rising) begin  
            state <= STATE_WAIT;
            sda_reg <= set_sda_reg(1);
            oeb_reg <= set_oeb_reg(1, 1);
            we <= 0;
            if(busy) done <= 1;
	    scl_oeb <= 1;
	    di_write_mode <= 0;
	    di_read_mode <= 0;
 	    di_read_req <= 0;
	    di_read <= 0;
         end else begin
            if(state == STATE_WAIT) begin
	       scl_oeb <= 1;
               done <= 0;
               we <= 0;
               reg_byte_count <= 0;
               addr_byte_count <= 0;
               sr <= 8'h01;  
               sda_reg <= set_sda_reg(1);
               oeb_reg <= set_oeb_reg(1, 1);
               busy <= 0;
            end else if(state == STATE_SHIFT) begin
	       scl_oeb <= 1;
               sda_reg <= set_sda_reg(1);
               oeb_reg <= set_oeb_reg(1, 1);
               if(scl_rising) begin
                  sr <= word;
                  if(sr[7]) begin
		     if(addr_byte_count <= NUM_ADDR_BYTES) begin
			addr_byte_count <= addr_byte_count + 1;
			if(addr_byte_count == 0) begin  
			   di_term_addr <= { 9'b0, word[7:1] };
                           rw_bit <= word[0];
                           sr_send <= di_reg_datao; 
                           state <= STATE_ACK;
			   if (word[0]) begin  
			      di_read_mode <= 1;
			      di_read_req  <= 1;
			   end
			end else begin  
                           state <= STATE_ACK;
                           reg_addr <= shifted_reg_addr[REG_ADDR_WIDTH-1:0];
			end
                     end else begin 
			di_reg_datai <= (di_reg_datai << 8) | word_expanded;
			di_write_mode <= 1;
                        if(reg_byte_count == NUM_DATA_BYTES-1) begin  
                           state <= STATE_WRITE;
			   we <= 1;
			   reg_byte_count <= reg_byte_count + 1 - NUM_DATA_BYTES;
                        end else begin               
                           state <= STATE_ACK;
			   reg_byte_count <= reg_byte_count + 1;
                        end                     
                     end
                  end
               end
            end else if(state == STATE_WRITE) begin
               we <= 0;
	       if(|di_transfer_status) begin
		  state <= STATE_WAIT;  
	       end else begin
		  state <= STATE_ACK;
	       end		     
	       reg_addr  <= reg_addr + 1;  
	       sda_reg <= set_sda_reg(1);
	       oeb_reg <= set_oeb_reg(1, 1);
            end else if(state == STATE_ACK) begin
	       di_read_req <= 0;
               we <= 0;
               if(!scl_ss) begin
		  if(|di_transfer_status) begin
                     state <= STATE_WAIT;  
                     done <= 1;
		  end else begin
		     if(di_write_mode) begin
			if(!di_write_rdy) begin
			   scl_oeb <= 0;  
			end else begin
			   oeb_reg <= set_oeb_reg(0, 0);  
			   sda_reg <= set_sda_reg(0);
			   scl_oeb <= 1;
			   state <= STATE_ACK2;
			end
		     end else if(di_read_mode) begin
			oeb_reg <= set_oeb_reg(0, 0);  
			sda_reg <= set_sda_reg(0);
			if(di_read_rdy) begin
			   di_read <= 1;
			   state <= STATE_ACK2;
			   if(reg_byte_count == 0) begin
			      sr_send <= di_reg_datao;  
			   end
			   scl_oeb <= 1;
			end else begin
			   scl_oeb <= 0;  
			end
		     end else begin
			oeb_reg <= set_oeb_reg(0, 0);  
			sda_reg <= set_sda_reg(0);
			state <= STATE_ACK2;
		     end
		  end
               end             
            end else if(state == STATE_ACK2) begin
	       di_read <= 0;
	       di_read_req <= 0;
               sr <= 8'h01;
               we <= 0;
               if(scl_falling) begin
                  if(rw_bit) begin  
                     state <= STATE_SEND;
                     sda_reg <= set_sda_reg(sr_send[REG_DATA_WIDTH-1]);
                     oeb_reg <= set_oeb_reg(0, sr_send[REG_DATA_WIDTH-1]);
                     sr_send <= sr_send << 1;
                  end else begin  
                     state <= STATE_SHIFT;
                     sda_reg <= set_sda_reg(1);
                     oeb_reg <= set_oeb_reg(1, 1);
                  end
               end
            end else if(state == STATE_CHECK_ACK) begin
               sr <= 8'h01;
               if(scl_rising) begin
                  nack <= sda_s;
               end 
               if(scl_falling) begin
                  if(nack) begin
                     state <= STATE_WAIT;  
                     done <= 1;
                     sda_reg <= set_sda_reg(1);
                     oeb_reg <= set_oeb_reg(1, 1);
                  end else begin
                     state <= STATE_SEND;  
                     sda_reg <= set_sda_reg(sr_send[REG_DATA_WIDTH-1]);
                     oeb_reg <= set_oeb_reg(0, sr_send[REG_DATA_WIDTH-1]);
                     sr_send <= sr_send << 1;
                  end
               end
            end else if(state == STATE_SEND) begin
               if(scl_falling) begin
                  sr <= word;
                  if(sr[7]) begin
                     reg_byte_count <= reg_byte_count + 1;
                     sda_reg <= set_sda_reg(1);
                     oeb_reg <= set_oeb_reg(1, 1);
                     state <= STATE_CHECK_ACK;
                     if(reg_byte_count == NUM_DATA_BYTES-1) begin
                        reg_addr <= reg_addr + 1;  
			reg_byte_count <= 0;
                     end
                  end else begin
                     sda_reg <= set_sda_reg(sr_send[REG_DATA_WIDTH-1]);
                     oeb_reg <= set_oeb_reg(0, sr_send[REG_DATA_WIDTH-1]);
                     sr_send <= sr_send << 1;
                  end
               end
            end
         end
      end
   end 
endmodule  
[flow/run.sh]
#!/bin/bash
# OpenROAD 26Q1-2900-gdf79404cd8, Yosys 0.63+post, stock flow scripts
make -C /OpenROAD-flow-scripts/flow DESIGN_CONFIG=/design/flow/config.mk WORK_HOME=/design/flow/orfs finish
[flow/config.mk]
export PLATFORM = sky130hd
export DESIGN_NAME = i2cHostInterface
export DESIGN_NICKNAME = i2cHostInterface
export VERILOG_FILES = /design/flow/design.v
export SDC_FILE = /design/flow/constraint.sdc
export NUM_CORES = 4
export LEC_CHECK = 1
export CORE_UTILIZATION = 50
[flow/constraint.sdc]
current_design i2cHostInterface

set clk_period 4.9
set clk_io_pct 0.2

create_clock -name clk0 -period $clk_period [get_ports {clk}]

set non_clock_inputs [all_inputs -no_clocks]
set_input_delay [expr $clk_period * $clk_io_pct] -clock clk0 $non_clock_inputs
set_output_delay [expr $clk_period * $clk_io_pct] -clock clk0 [all_outputs]
==> impl_metrics.tcl <==
# place-and-route summary
set metrics [dict create \
    p_sw_share_pct 25.09 \
    power_frac_clock_pct 40.2 \
    preCtsSetupSlack_ns 1.395 \
    setup.worst_path.class "in2reg" \
    period_minus_slack_ns 3.111 \
    cp.arrival_ns 3.40 \
    numCtsBuffers 17 \
    synthArstFlopShare_pct 96.67 \
    synth_flops 120 \
    ys_warn_count 1 \
    die-width_microns 116.3 \
    p_sw_mw 0.7424 \
    edf_count 0 \
    critPathRequiredTime_ns 5.19 \
    core_sq_um 12670 \
    worstHoldPathType "reg2reg" \
    finalHoldViolCount 0 \
    setup_violations 0 \
    dr.pass1.iters 5 \
    drive_gt1_share_pct 23.94 \
    vias 4616 \
    yosys_area_sq_um 6538 \
    wl_per_cell_microns 15.23 \
    fp_util_pct 51.59 \
    fp.dieH_microns 116.3 \
    syn_area_sq_um 6538 \
    cts_tree "done" \
    setup_slack_ns 1.789 \
    ys.flop_type "dfrtp_1" \
    io_pins 175 \
    post-cts-setup-buffers 0 \
    clock_skew_ns 0.006967 \
    total_leakage_power_nw 3.529 \
    cp-start-kind "primary input" \
    grt_pass1_vias 4376 \
    vias_per_cell 5.257 \
    path_max_fanout 32 \
    comb_power_share_pct 17.2 \
    post-dp-hpwl_microns 9278 \
    worst_slew_pin_slew_ns 0.8058 \
    cts_root_buf "clkbuf_16" \
    hold_buffers 0 \
    fmax_ghz 0.3214 \
    clk_path_buf_depth 2 \
    top_regs "di_reg_datai: 32 flops, sr_send: 32 flops, reg_addr: 16 flops" \
    lay_top_cells "clkdlybuf4s50_1, dfrtp_1, mux2_2" \
    first_iter_violations 311 \
    layout_top_cell "clkdlybuf4s50_1" \
    syn_area_per_cell_sq_um 10.91 \
    die_area_sq_um 13540 \
    io_buffers 116 \
    rsz0062_at_grt "no" \
    grt_max_degree 47 \
    maxSlewHeadroom_pct 46.28 \
    wl_microns 13370 \
    ys_cells 599 \
    vdd.ir_drop.worst_uv 218.9 \
    max_cap_viol_count 0 \
    layout-area-overhead-vs-synth_pct 22.26 \
    fin_crit_sh_pct 63.49 \
    endpoint_kind "register" \
    grt_antenna_before_repair 0 \
    pwr_density_cell_nw_per_um2 370.2 \
    grt_overflow_total 0 \
    track_usage_pct 21.23 \
    cts_sinks 120 \
    tool_warnings 28 \
    grt_pass1_wl_microns 21870 \
    slew_violations 0 \
    cts.reportedPaths.clkPinSlew_ns 0.05 \
    cts-resized-gates 0 \
    ys_types 63 \
    gp_congestion 0.9230 \
    ys_seq_share_pct 45.72 \
    setup-tns-final_ns 0 \
    status "complete, no violations" \
    h-tree-depth 4 \
    p_int_mw 2.216 \
    seqPwrFrac_pct 42.6 \
    synthCells 599 \
    worstSkewPairLatency_ns 0.41 \
    rows 41 \
    n_antenna_cell 0 \
    drc_errors 0 \
    ant_nets 0 \
]
[final cells by class]
type	instances	area [sq um]
fillers	1036	4678
flip-flops and latches	120	2989
multi-input cells	407	2912
repair buffers	124	1219
clock buffers	20	446.7
well taps	172	215.2
clock inverters	12	125.1
inverters	23	86.33
[Yosys cell counts (2+ instances only)]
master | number | area (sq um)
a31oi_1 | 2 | 12.51
o211ai_1 | 3 | 22.52
buf_6 | 10 | 112.6
buf_4 | 75 | 563.0
a211oi_1 | 2 | 15.01
ha_1 | 5 | 62.56
nor4_1 | 5 | 31.28
and4_1 | 10 | 87.58
or2_2 | 2 | 12.51
o31ai_1 | 8 | 60.06
nor3_1 | 13 | 65.06
nand3_1 | 8 | 40.04
o22ai_1 | 4 | 25.02
nand4_1 | 4 | 25.02
dfxtp_1 | 4 | 80.08
inv_1 | 22 | 82.58
nor2b_1 | 5 | 31.28
nor2_1 | 27 | 101.4
dfrtp_1 | 111 | 2778
buf_2 | 10 | 50.05
a21oi_1 | 14 | 70.07
and3_1 | 10 | 62.56
nand2_1 | 36 | 135.1
a22oi_1 | 2 | 15.01
clkbuf_1 | 10 | 37.54
o21ai_0 | 33 | 165.2
and2_1 | 3 | 18.77
o21a_1 | 2 | 15.01
dfstp_2 | 5 | 131.4
conb_1 | 2 | 7.510
nor3_2 | 10 | 100.1
and3b_1 | 2 | 17.52
mux2_2 | 98 | 1104
a21oi_2 | 2 | 17.52
o32ai_1 | 10 | 87.58
mux2i_1 | 3 | 30.03
[metrics by stage]
step	power, mW	util [%]	hold slack, ns	instances	instance area (sq um)
2_1_floorplan	1.655	-	0.3459	655	6748
3_3_place_gp	1.769	58.57	0.4720	846	7421
3_5_place_dp	1.788	58.57	0.4759	846	7421
4_1_cts	2.990	63.08	0.4860	878	7993
5_1_grt	3.114	63.08	0.5109	878	7993
6_report	2.959	63.08	0.4814	878	7993
[cell families (layout without fill, tap and decap cells)]
| kind of cell | after synthesis | count (layout) | share of synthesized area [%] |
|---|---|---|---|
| other | 2 | 58 | 0.1149 |
| AOI/OAI and AO/OA | 97 | 97 | 10.32 |
| adders and majority gates | 5 | 5 | 0.9569 |
| muxes | 101 | 101 | 17.34 |
| xor gates and xnor gates | 1 | 1 | 0.1340 |
| buffers and inverters | 128 | 179 | 13.00 |
| DFF | 120 | 120 | 45.72 |
| and+or+nand+nor | 145 | 145 | 12.42 |
[layer usage]
metal	track usage, %	vias to the layer above	share of wire [%]
li1	-	2189	-
met2	32.31	145	49
met4	3.162	0	1.3
met1	33.91	2269	45
met3	3.647	13	4.9
met5	0	-	0
[path summary, 6_finish.rpt]
| path | startpoint | endpoint | slack, ns | cells past startpoint |
|---|---|---|---|---|
| min | di_term_addr[5] | di_term_addr[5] | 0.48 | 2 |
| min reg2reg | di_term_addr[5] | di_term_addr[5] | 0.48 | 2 |
| max in group asynchronous | reset_n | sr_send[9] | 3.37 | 2 |
| min in group asynchronous | reset_n | reg_addr[11] | 0.55 | 1 |
| max | di_transfer_status[9] | sr_send[8] | 1.79 | 6 |
| max reg2reg | sda_s | sr_send[8] | 2.17 | 5 |
[power groups by stage]
stage,combinational [mW],sequential (mW),clock (mW)
after CTS,0.513,1.26,1.21
after global routing,0.563,1.29,1.27
final,0.508,1.26,1.19
[critical path, stage by stage]
cell	delay [ns]
clkdlybuf4s50_1	0.40
nor4_1	0.30
nand4_1	0.30
nor3_1	0.26
o311a_2	0.71
mux2_2	0.41
No activity file was given, so power comes from the tool's default toggle rates.
